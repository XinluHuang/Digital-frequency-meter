==> design/flow/design.v <==
module Clk_1k(clk_50m,clk_1k);
input clk_50m;
output reg clk_1k;
integer cnt=0;
always@(posedge clk_50m)
if(cnt == 24999)begin
cnt<=0;
clk_1k<=~clk_1k;
end
else
cnt <= cnt +1;
endmodule 
==> design/flow/run.sh <==
#!/bin/bash
# OpenROAD 26Q1-2900-gdf79404cd8, Yosys 0.63+post, stock flow scripts
make -C /OpenROAD-flow-scripts/flow DESIGN_CONFIG=/design/flow/config.mk WORK_HOME=/design/flow/orfs finish
==> design/flow/config.mk <==
export PLATFORM = sky130hd
export DESIGN_NAME = Clk_1k
export DESIGN_NICKNAME = Clk_1k
export VERILOG_FILES = /design/flow/design.v
export SDC_FILE = /design/flow/constraint.sdc
export NUM_CORES = 4
export LEC_CHECK = 1
export CORE_AREA = 10 10 95 95
export DIE_AREA = 0 0 105 105
==> design/flow/constraint.sdc <==
current_design Clk_1k

set clk_period 7.1
set clk_io_pct 0.2

create_clock -name clk0 -period $clk_period [get_ports {clk_50m}]

set non_clock_inputs [all_inputs -no_clocks]
set_input_delay [expr $clk_period * $clk_io_pct] -clock clk0 $non_clock_inputs
set_output_delay [expr $clk_period * $clk_io_pct] -clock clk0 [all_outputs]
==> deck_impl_summary.md <==
Synthesis and Place & Route Summary

Clocking
  – CTS Sinks: 33
  – CTS tree: done
  – Post_cts resized: 0
  – CTS Buffer Depth: 2
  – Post-CTS Setup Bufs: 0
  – CTS Buf Count: 5
  – Htree depth: 2
  – Clock Tree Root: clkbuf_8
  – # hold bufs at CTS: 0
  – Reg clk slew, reported paths: about 0.06 ns
  – Latency at later pin: between 0.2 and 0.3 ns

Critical path
  – CP max stage delay: between 0.4 and 0.5 ns
  – Crit path max fanout: 2
  – Crit. End Element: output pin
  – CP Buf/Inv Count: 1
  – CP top delay family: buffers and inverters
  – Worst path cell trace: clkdlybuf4s50_1
  – Crit path max-delay cell type: clkdlybuf4s50_1
  – Kind of critical path: reg2out
  – WP data arrival: 1.09 ns
  – CP required: 5.68 ns
  – CP startpoint kind: flop

Route
  – Routed WL: roughly 2500 µm
  – DR iter-0 viols: 63
  – Routed Antenna Nets: 0
  – DRC: 0
  – DR pass1 iterations: 4
  – Detailed-route via count: around 1100
  – Vias/cell: between 4 and 5
  – Routed len/inst: 9.91 µm
  – Diode count: 0

Synth
  – Async SR Flop Fraction: 0%
  – Ys Warns: 1
  – Synth Cell Area: around 0.0014 mm²
  – Netlist cell types: 22
  – Top cells by area, synth: dfxtp_1, xnor2_1, nand4_1
  – Register share after synthesis: 47.8%
  – Area reported by Yosys stat: 0.00140 mm²
  – Post-Synthesis Cells: 149
  – Registers, synthesis: 33
  – # Cells Yosys: 149
  – EDFF count, synth: 1
  – Yosys top cell by instances: dfxtp_1
  – Cell taking the most area after synthesis: dfxtp_1
  – Dominant cell area share: 45.7%
  – Synth cell count leaders: dfxtp_1, xnor2_1, nand4_1
  – Prevailing post-synth register cell: dfxtp_1
  – Syn Area/Cell: about 9.4 µm²

STA
  – Slew margin rel.: 62.7%
  – Clock skew: between 0.003 and 0.004 ns
  – Cycle use final: 35.3%
  – Worst Tran Pin Value: 0.556 ns
  – Final Hold Fails: 0
  – RSZ-0062 raised after global routing: false
  – Achievable frequency: 399 MHz
  – Worst Hold Slack: 0.472 ns
  – Minimum clock period: roughly 2.5 ns
  – Setup violators final: 0
  – Setup TNS: 0 ns
  – Slew Limit Fails: 0

Floorplanning
  – Die Area: roughly 0.011 mm²
  – DIE HEIGHT: between 100 and 150 µm
  – I/O pin total: 2
  – Core Rows: 30
  – Core ar.: 0.00691 mm²
  – Fp util: 20.3%
  – Die extent in x: 105 µm

Global route
  – Largest net degree at the start of global routing: 11
  – First-pass GRT wire length: roughly 4500 µm
  – Total track usage: between 4 and 5%
  – Total gr overflow: 0
  – Vias in the first global route: 937
  – Initial antenna violation count: 0

Placed design
  – # placed instances: 245
  – PortBufs: 1
  – Dpl hpwl: 1790 µm
  – RD Place Congestion: between 0.8 and 0.9

Worst hold path
  – Worst Hold Class: reg2reg

Final layout
  – Layout cells sized above 1: under 10%
  – Fin cells: 253
  – Synth-to-layout area growth: 15.5%
  – Layout Utilization: 23.5%

Run
  – Tool warning count: 25
  – MaxCap Viol Count: 0

Power and ir drop
  – P_leak: 0.521 nW
  – PD cells: 201 mW/mm²
  – Worst IR Drop VDD: 0.0000543 V

Status
  – Status: finished clean
## through the flow
| stage | setup WS (ns) | instance area, µm² | total power, mW |
|---|---|---|---|
| after floorplan | 5.25 | 1400 | 0.190 |
| after global placement | 4.89 | 1530 | 0.190 |
| after detailed placement | 4.88 | 1530 | 0.190 |
| after CTS | 4.57 | 1620 | 0.332 |
| after global routing | 4.52 | 1620 | 0.340 |
| final | 4.59 | 1620 | 0.326 |
## final timing paths
| check | end | cells past startpoint | startpoint | slack, ns |
|---|---|---|---|---|
| min reg2reg | cnt[31] | 1 | cnt[31] | 0.47 |
| max | clk_1k | 1 | clk_1k | 4.59 |
| min | cnt[31] | 1 | cnt[31] | 0.47 |
| max reg2reg | clk_1k | 4 | cnt[0] | 5.06 |
## kinds of logic after synthesis
kind of cell	share of synthesized area [%]
AND/OR/NAND/NOR	31.3
flip-flops	47.8
XOR/XNOR	18.7
buffers and inverters	1.25
adder cells (fa/ha/maj)	0.892
## state kept, by name, indices dropped and copies added, names as in the netlist
signal	count
clk_1k	1
cnt	32
## cell type report
type,instances,area [µm²]
clock buffers,8,90.1
fillers,761,5290
inverters,2,7.51
multi-input cells,112,714
flip-flops and latches,33,671
well taps,96,120
repair buffers,2,17.5
## routing by layer
layer  vias to the layer above  track usage (%)  routed length (µm)
met5                         -                0                   0
li1                        547                -                   -
met2                        18             6.05                 983
met3                         2             1.49                 111
met1                       504             7.55                1400
met4                         0            0.392                  13
## power by group
part / leakage, nW / internal [mW] / switching (mW)
registers: 0.269 / 0.186 / 0
clock network: 0.0455 / 0.0789 / 0.0615
logic: 0.206 / 0 / 0
## layout by cell type (no fill, tap or decap)
cell,netlist,routed
dfxtp_1,32,32
xnor2_1,21,21
nand4_1,15,15
nor2_1,14,14
nand3_1,13,13
nand2_1,12,12
xor2_1,9,9
nor4_1,8,8
nor3_1,6,6
clkbuf_8,0,6
and3_1,4,4
inv_1,2,2
or4_1,2,2
clkbuf_1,0,2
nand4_2,1,1
nand3_2,1,1
and4_1,1,1
and2_1,1,1
nor4b_1,1,1
nor3_2,1,1
nor2b_1,1,1
ha_1,1,1
edfxtp_1,1,1
clkdlybuf4s50_1,0,1
buf_4,0,1
Power and IR drop assume default switching activity.
