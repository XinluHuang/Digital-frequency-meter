==> flow/design.v <==
module Clk_500(clk_50m,clk_500);
input clk_50m;
output reg clk_500;
integer cnt=0;
always@(posedge clk_50m)
if(cnt == 49_999)begin
cnt<=0;
clk_500<=~clk_500;
end
else
cnt <= cnt +1;
endmodule 
==> flow/run.sh <==
#!/bin/bash
# OpenROAD 26Q1-2900-gdf79404cd8, Yosys 0.63+post, stock flow scripts
make -C /OpenROAD-flow-scripts/flow DESIGN_CONFIG=/design/flow/config.mk WORK_HOME=/design/flow/orfs finish
==> flow/config.mk <==
export PLATFORM = sky130hd
export DESIGN_NAME = Clk_500
export DESIGN_NICKNAME = Clk_500
export VERILOG_FILES = /design/flow/design.v
export SDC_FILE = /design/flow/constraint.sdc
export NUM_CORES = 4
export LEC_CHECK = 1
export CORE_UTILIZATION = 30
==> flow/constraint.sdc <==
current_design Clk_500

set clk_period 4.4
set clk_io_pct 0.2

create_clock -name clk0 -period $clk_period [get_ports {clk_50m}]

set non_clock_inputs [all_inputs -no_clocks]
set_input_delay [expr $clk_period * $clk_io_pct] -clock clk0 $non_clock_inputs
set_output_delay [expr $clk_period * $clk_io_pct] -clock clk0 [all_outputs]
==> ci_impl_report.md <==
### Metrics collected by this job

| Metric | Value |
|---|---|
| Result of the run | `complete, no violations` |
| Number of distinct library cells after synthesis | `24` |
| Synthesis Warnings | `1` |
| Largest incremental delay on the critical path | `470 ps` |
| Power per standard cell area | `343.8 nW/um2` |
| Arrival time worst endpoint | `1100 ps` |
| Post-Route Utilization | `0.3564` |
| Proportion of layout cells with a drive suffix above 1 | `0.1149` |
| Number of remaining DRC errors | `0` |
| Clock-pin slew on the worst setup and hold paths | `60 ps` |
| Maximum fanout along the worst path | `2` |
| Mean instance size in the synthesized netlist | `10.10 um2` |
| P&R area growth vs syn | `11.25%` |
| Post-synth area from yosys stat | `1424 um2` |
| Final-report setup violation count | `0` |
| Worst VDD drop | `0.2202 mV` |
| Clock buffers created by TritonCTS | `5` |
| Maximum clock skew at final layout | `3.096 ps` |
| Syn Std Cell Area | `1424 um2` |
| Post-synth area hogs | `dfxtp_1 (45%), xnor2_1 (15%), nand4_1 (6.6%), nor4_1 (3.5%), nor2_1 (3.2%)` |
| Crit path kind | `flop to output pin` |
| Largest net degree at the start of global routing | `11` |
| Max-capacitance violation count | `0` |
| Slowest cell on the critical path | `clkdlybuf4s50_1` |
| Sum of routed wire length over all layers | `2441 um` |
| Post-layout min period | `1977 ps` |
| Cts-stage hold buffer count | `0` |
| Startpoint kind of the worst setup timing path | `flop` |
| GRT Util Overall | `0.1068` |
| CP endpoint kind | `output pin` |
| Cell chosen for the clock root | `clkbuf_8` |
| Sequential share of the synthesized area | `0.4710` |
| Critical path cell sequence | `clkdlybuf4s50_1` |
| Number of cell instances after yosys synthesis | `141` |
| Number of standard cells in the layout, taps in and fillers out | `200` |
| Fin. max-slew vios | `0` |
| Number of core rows | `24` |
| Hold/Removal Path Class | `flop to flop` |
| Number of OpenROAD warnings | `25` |
| WL/cell | `12.21 um` |
| Placed insts | `192` |
| Largest type area fraction | `0.4499` |
| H-tree depth | `2` |
| Clock tree from TritonCTS | `done` |
| Hold violation count in the final report | `0` |
| Clock tree sinks | `33` |
| Data required time at the worst endpoint | `3520 ps` |
| Dpl hpwl | `1707 um` |
| Die outline width | `70.89 um` |
| Final worst-path cycle share | `0.4493` |
| I/O pin total | `2` |
| Number of gates given a new drive strength after cts | `0` |
| Tally of nets with antenna violations remaining after routing | `0` |
| Die area | `5025 um2` |
| Clock latency at the later pin of the worst-skew pair | `280 ps` |
| Initial DRC count | `35` |
| Pre-placement core utilization | `0.3204` |
| Count of buffer and inverter cells on the critical path | `1` |
| Antenna Cells | `0` |
| Cell type contributing the most total cell area after synthesis | `dfxtp_1` |
| Postcts setup bufs | `0` |
| Total power draw | `0.0005446 W` |
| Relative max-transition margin | `0.6302` |
| Static power due to leakage | `0.5184 nW` |
| Unrepaired setup endpoints after global routing | `false` |
| Area of the placeable core | `4444 um2` |
| Weighted congestion reported at the end of routability-driven placement | `0.8878` |
| Post-synthesis register bit count | `33` |
| Synthesized netlist cell count | `141` |
| Via-per-instance ratio | `5.010` |
| Max Buffers Root-to-Sink | `2` |
| Total gr overflow | `0` |
| Number of vias after detailed routing | `1002` |
| Cell class contributing the biggest share of worst-path delay | `buffers and inverters` |
| Transition at the pin with the smallest max-transition slack | `550.5 ps` |
| Vias in the first global route | `912` |
| Max frequency | `505.9 MHz` |
| Height of the die | `70.89 um` |
| Wire length of the first global-routing pass | `4243 um` |
| Fin Setup TNS | `0 ps` |
| Total iterations of the first detailed-routing run | `4` |
| Antenna violations before repair | `0` |
| Number of I/O port buffers | `1` |
-- cell families after synthesis --
kind of cell,count (synthesis),synth area share
AND/OR/NAND/NOR,70,0.3111
adder cells (fa/ha/maj),1,0.008786
XOR/XNOR,30,0.1845
buffers and inverters,7,0.02460
flip-flops,33,0.4710
-- cells in the mapped netlist (all sizes together) --
cell type,n
nand4,18
dfxtp,32
nor2,13
xnor2,25
nand3,6
nor2b,1
nor3,5
nor4,10
nor4b,1
buf,2
edfxtp,1
ha,1
xor2,5
inv,5
and3,3
and2b,1
and4,1
nand2,11
-- sequential cells by signal (all words and copies together) (netlist names) --
signal,flops
clk_500,1
cnt,32
-- cell usage in the layout, fill, tap and decap left out, drive strengths merged --
| cell | netlist | routed |
|---|---|---|
| clkdlybuf4s50 | 0 | 1 |
| nand4 | 18 | 18 |
| ha | 1 | 1 |
| dfxtp | 32 | 32 |
| nor2 | 13 | 13 |
| xnor2 | 25 | 25 |
| clkbuf | 0 | 7 |
| nor3 | 5 | 5 |
| inv | 5 | 5 |
| and4 | 1 | 1 |
| nand2 | 11 | 11 |
| nand3 | 6 | 6 |
| nor4 | 10 | 10 |
| nor2b | 1 | 1 |
| xor2 | 5 | 5 |
| edfxtp | 1 | 1 |
| nor4b | 1 | 1 |
| clkinv | 0 | 1 |
| and3 | 3 | 3 |
| and2b | 1 | 1 |
-- through the flow --
step	setup slack [ps]	area [um2]	hold WS (ps)
finish	2423	1584	463.6
global route	2370	1584	493.9
CTS	2401	1584	466.1
detailed placement	2551	1483	455.8
global placement	2626	1483	452.4
floorplan	2780	1424	435.8
-- power breakdown --
group	switching (W)	internal, W
registers	0	0.000300
clock network	0.000103	0.000141
logic	0	0
-- final cells by class --
class / count / area, um2
inverters: 5 / 18.77
repair buffers: 1 / 10.01
well taps: 52 / 65.06
multi-input cells: 101 / 718.2
clock buffers: 7 / 96.34
fillers: 439 / 2860
clock inverters: 1 / 5.005
flip-flops and latches: 33 / 670.6
-- final timing paths --
check	end	slack, ps	startpoint	cells past startpoint
worst min-delay path	cnt[31]$_SDFF_PN0_	460	cnt[31]$_SDFF_PN0_	1
worst min register to register	cnt[31]$_SDFF_PN0_	460	cnt[31]$_SDFF_PN0_	1
worst max register to register	clk_500$_DFFE_PN_	2550	cnt[0]$_SDFF_PN0_	3
worst max-delay path	clk_500	2420	clk_500$_DFFE_PN_	1
-- layer usage --
metal,part of all wire,vias up,GRT usage,routed length (um)
met5,0,-,0,0
li1,-,514,-,-
met2,0.41,18,0.1453,1003
met1,0.52,461,0.1771,1281
met4,0.018,0,0.02444,43
met3,0.046,9,0.02312,112
No activity file was given, so power comes from the tool's default toggle rates.
